<file path="/design/flow/run.sh">
#!/bin/bash
# OpenROAD 26Q1-2900-gdf79404cd8, Yosys 0.63+post, stock flow scripts
make -C /OpenROAD-flow-scripts/flow DESIGN_CONFIG=/design/flow/config.mk WORK_HOME=/design/flow/orfs finish
</file>
<file path="/design/flow/config.mk">
export PLATFORM = sky130hd
export DESIGN_NAME = dpram_512x32
export DESIGN_NICKNAME = dpram_512x32
export VERILOG_FILES = /design/flow/design.v
export SDC_FILE = /design/flow/constraint.sdc
export NUM_CORES = 4
export LEC_CHECK = 1
export CORE_UTILIZATION = 50
export SYNTH_MEMORY_MAX_BITS = 65536
</file>
<file path="/design/flow/constraint.sdc">
current_design dpram_512x32

set clk_period 81.2
set clk_io_pct 0.2

create_clock -name clk0 -period $clk_period [get_ports {clk}]

set non_clock_inputs [all_inputs -no_clocks]
set_input_delay [expr $clk_period * $clk_io_pct] -clock clk0 $non_clock_inputs
set_output_delay [expr $clk_period * $clk_io_pct] -clock clk0 [all_outputs]
</file>
<file path="/design/flow/design.v">
module dpram_512x32 (
	input clk,
	input wen,
	input ren,
	input[0:8] waddr,
	input[0:8] raddr,
	input[0:31] d_in,
	output[0:31] d_out );
		dpram_512x32_core memory_0 (
			.wclk		(clk),
			.wen		(wen),
			.waddr		(waddr),
			.data_in	(d_in),
			.rclk		(clk),
			.ren		(ren),
			.raddr		(raddr),
			.d_out		(d_out) );
endmodule
module dpram_512x32_core (
	input wclk,
	input wen,
	input[0:8] waddr,
	input[0:31] data_in,
	input rclk,
	input ren,
	input[0:8] raddr,
	output[0:31] d_out );
	reg[0:31] ram[0:511];
	reg[0:31] internal;
	assign d_out = internal;
	always @(posedge wclk) begin
		if(wen) begin
			ram[waddr] <= data_in;
		end
	end
	always @(posedge rclk) begin
		if(ren) begin
			internal <= ram[raddr];
		end
	end
endmodule
</file>
==> GITHUB_STEP_SUMMARY <==
### Yosys + OpenROAD results

| Metric | Value |
|---|---|
| Adder share | 0 |
| Reg2Reg Setup Slack | roughly 76 ns |
| Synth Warn # | 1 |
| Clock Latency Late Sink | between 1 and 1.5 ns |
| Synth Seq Share | 0.7773 |
| Vias in the first global route | between 300k and 400k |
| WHS | 1.294 ns |
| Period utilization | 0.2970 |
| GRT Util Overall | 0.3624 |
| Hold Path Cell Cnt | 6 |
| Maximum VDD drop | 0.02087 mV |
| Crit path DRT | just over 80 ns |
| Overall power | about 18 mW |
| Count leader, synth | edfxtp_1 |
| Element type at the critical path end | register |
| Max-cap violation count | 2 |
| Routing usage on met3 | 0.3674 |
| Sequential Power Share | 0.523 |
| Distinct cells, synth | 87 |
| Drt drc | 0 |
| Async set or reset register ratio after synthesis | 0 |
| Yosys aoi share | 0.04141 |
| Rows | between 400 and 500 |
| Area grow syn2layout | 13.42% |
| Core ar. | around 1,300,000 um2 |
| # IOs | 85 |
| Total grt overflow | 0 |
| Filler instances | roughly 90,000 |
| Initial Util | 0.5016 |
| Max-area cell share | 0.7773 |
| Largest logic family | multiplexers |
| Placed wire-length estimate | around 1200 mm |
| MUX area fraction | 0.1446 |
| Slew Limit Headroom | -0.09595 |
| Initial DRC count | 23,470 |
| Worst R2R End | memory_0.internal[3] |
| Post_cts resized | 0 |
| Cells after Synth | 30,310 |
| RSZ-0062 raised after global routing | no |
| Status | complete, but fails checks |
| Clock Power Share | 0.424 |
| Number of cells in Yosys stat | a little over 30,000 |
| CTS H-tree lvls | 7 |
| Critical path class | in2reg |
| Final GP Congestion | between 0.9 and 1 |
| Reported net switching power | between 3 and 4 mW |
| Initial DRT Pass Iterations | 8 |
| Failing checks | max-capacitance violations, max-slew violations |
| #FFs+latches synth | between 15,000 and 20,000 |
| Via count | 325,600 |
| Num CTS Buffers | about 1,700 |
| Remaining antenna violation count | 0 |
| Layout cells sized above 1 | 0.2320 |
| Root Buffer | clkbuf_16 |
| Clk slew on worst S/H paths | about 0.060 ns |
| Leakage | about 230 nW |
| Clock buffer depth | 6 |
| Worst min path class | reg2reg |
| Hold Buf Count CTS | 0 |
| FMAX | 0.04147 GHz |
| Arrival @ worst endpoint | approximately 25 ns |
| FF-to-FF path depth | 6 |
| Pwr/cell area | ~25 nW/um2 |
| Tool Warnings | 31 |
| Switching Share | 0.2160 |
| Per-cell routed wire length | ~40 um |
| Final Skew | 0.1420 ns |
| Setup bufs post-CTS | 0 |
| M1 GR Usage | 0.3914 |
| Period minus WS final | 24.12 ns |
| Biggest area cells | edfxtp_1 78%, mux4_2 9.4%, mux2i_1 4.7% |
| Die Wd | between 1 and 1.5 mm |
| Total die area | roughly 1,300,000 um2 |
| Post-synth EDFFs | around 16,000 |
| Final setup TNS | 0 ns |
| Post-synth top cells | 16,420 x edfxtp_1, 3,002 x mux2i_1, 2,647 x mux4_2 |
| Initial antenna violation count | approximately 210 |
| First-pass GRT wire length | 2780 mm |
| Drt total wl | just over 2000 mm |
| CTS tree | yes |
| Simple-Gate Area Share | 0.01723 |
| Via density | between 6 and 7 |
| Fin cells | slightly above 50,000 |
| CP max-delay cell | nor4b_2 |
| Final setup violation count | 0 |
| CP max stage delay | 1.26 ns |
| Buffers on Ports | between 80 and 90 |
| Critical Path Start Type | input pin |
| XOR/XNOR Area Share | 0 |
| Internal power | roughly 14 mW |
| Cells along the critical path | buf_16, buf_4, buf_4, buf_4, buf_4, buf_4, buf_4, buf_4, buf_4, mux2i_1, o221ai_1, a21oi_1, nor3_1, nor3_1, nor3_1, buf_4, nor4b_2, buf_4, and4bb_2 |
| Dpl cells | 47,360 |
| TritonCTS Sinks | roughly 16,000 |
| Worst-Margin Slew | between 1.5 and 2 ns |
| HP Start | memory_0.ram[237][7] |
| R2R Path Start | memory_0.ram[459][28] |
| CP max FO | roughly 66 |
| Hold Path End | memory_0.internal[24] |
| Largest net degree at the start of global routing | 114 |
| Syn_area_per_cell | 20.92 um2 |
| Combinational power share | 0.053 |
| Layer with the highest usage | met2 |
| Synth area leader | edfxtp_1 |
| Met2 GRT Util | 0.4629 |
| Most common cell on crit path | buf_4 |
| Final slew viol count | 26 |
| Post-synth top flop | edfxtp_1 |
| Yosys stat area | 634,200 um2 |
| Hold Fails Final Rpt | 0 |
| Die H | between 1 and 1.5 mm |
| Syn Std Cell Area | around 630,000 um2 |
[sequential cells by signal (all words and copies together) (netlist names)]
register	count
memory_0.internal	32
memory_0.ram	16384
[per-stage QoR]
stage	cell area [um2]	util	setup slack [ns]
CTS	718100	0.5679	57.07
floorplan	634200	-	62.39
global route	719100	0.5687	56.65
global placement	664400	0.5255	55.57
detailed placement	664600	0.5256	55.64
finish	719300	0.5689	57.08
[kinds of logic (layout without fill, tap and decap cells)]
kind of cell / count (synthesis) / count (layout)
flops: 16420 / 16420
buf+inv: 1842 / 5132
compound gates: 3856 / 3856
other cells: 0 / 478
simple gates: 2447 / 2447
mux: 5753 / 5753
[worst max path at each step]
stage,from,to,cells after the start
CTS,raddr[8],memory_0.internal[23],19
global route,raddr[8],memory_0.internal[23],19
finish,raddr[8],memory_0.internal[23],19
[power by group through the flow]
| stage | clock, mW | combinational (mW) | sequential [mW] |
|---|---|---|---|
| after global routing | 7.96 | 0.984 | 9.34 |
| final | 7.58 | 0.944 | 9.35 |
| after CTS | 7.64 | 0.927 | 9.35 |
[critical path, delay by kind of cell]
family | cells | cell delay (ns)
AOI/OAI and AO/OA | 2 | 0.44
buffers and inverters | 11 | 5.67
muxes | 1 | 0.15
and+or+nand+nor | 5 | 2.54
[routing by layer]
metal | part of all wire | vias up
met5 | 0.0080 | -
met4 | 0.056 | 336
met3 | 0.24 | 4224
met2 | 0.43 | 27020
met1 | 0.27 | 161500
li1 | - | 132500
[area by class of cell]
type                            count  area (um2)  area share
Sequential cell                 16420      493000      0.6853
Inverter                            7       48.80  0.00006784
Multi-Input combinational cell  12060      134100      0.1864
Timing Repair Buffer             2076       16550     0.02300
Clock buffer                     2104       45180     0.06282
Clock inverter                    945        8272     0.01150
Tap cell                        16810       21030     0.02923
Antenna cell                      478        1196    0.001663
[layout by cell type, fill, tap and decap left out, drive strengths merged, types with 128 or more instances in the layout]
| cell | instances |
|---|---|
| a211oi | 128 |
| a21oi | 760 |
| a22oi | 138 |
| a31oi | 169 |
| buf | 2034 |
| bufinv | 150 |
| clkbuf | 2104 |
| clkinv | 733 |
| diode | 478 |
| edfxtp | 16420 |
| mux2i | 3002 |
| mux4 | 2703 |
| nand2 | 508 |
| nor2 | 1059 |
| nor3 | 390 |
| o21ai | 420 |
| o221ai | 958 |
| o22ai | 893 |
Power figures rest on the tool's default switching activity, not on a simulated workload.
