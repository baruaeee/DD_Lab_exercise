## flow/run.sh

```bash
#!/bin/bash
# OpenROAD 26Q1-2900-gdf79404cd8, Yosys 0.63+post, stock flow scripts
make -C /OpenROAD-flow-scripts/flow DESIGN_CONFIG=/design/flow/config.mk WORK_HOME=/design/flow/orfs finish
```

## flow/constraint.sdc

```tcl
current_design dpram_2048x8

set clk_period 49.4
set clk_io_pct 0.2

create_clock -name clk0 -period $clk_period [get_ports {clk}]

set non_clock_inputs [all_inputs -no_clocks]
set_input_delay [expr $clk_period * $clk_io_pct] -clock clk0 $non_clock_inputs
set_output_delay [expr $clk_period * $clk_io_pct] -clock clk0 [all_outputs]
```

## flow/design.v

```verilog
module dpram_2048x8 (
  input clk,
  input wen,
  input ren,
  input[0:10] waddr,
  input[0:10] raddr,
  input[0:7] data_in,
  output[0:7] data_out );
    dpram_2048x8_core memory_0 (
      .wclk    (clk),
      .wen    (wen),
      .waddr    (waddr),
      .data_in  (data_in),
      .rclk    (clk),
      .ren    (ren),
      .raddr    (raddr),
      .data_out    (data_out) );
endmodule
module dpram_2048x8_core (
  input wclk,
  input wen,
  input[0:10] waddr,
  input[0:7] data_in,
  input rclk,
  input ren,
  input[0:10] raddr,
  output[0:7] data_out );
  reg[0:7] ram[0:2047];
  reg[0:7] internal;
  assign data_out = internal;
  always @(posedge wclk) begin
    if(wen) begin
      ram[waddr] <= data_in;
    end
  end
  always @(posedge rclk) begin
    if(ren) begin
      internal <= ram[raddr];
    end
  end
endmodule
```

## flow/config.mk

```make
export PLATFORM = sky130hd
export DESIGN_NAME = dpram_2048x8
export DESIGN_NICKNAME = dpram_2048x8
export VERILOG_FILES = /design/flow/design.v
export SDC_FILE = /design/flow/constraint.sdc
export NUM_CORES = 4
export LEC_CHECK = 1
export CORE_UTILIZATION = 40
export SYNTH_MEMORY_MAX_BITS = 65536
```

==> run summary <==
Status of the implementation.

- The run finished, with violations left.
- The checks that failed: antenna violations, max-capacitance violations, max-slew violations.
- The leakage component of the power is 230 nW, for reference.
- Per the STA report, the cell with the highest stage delay on the worst path is a211oi_1.
- Per the summary, power density relative to cell area is 40.3 nW/µm².
- The largest fanout on the critical path is 76, for reference.
- The I/O pin total is 41, for reference.
- In this run the tools logged warnings totalling 127.
- The time the final worst path needs with I/O delays and setup is 18.65 ns, for reference.
- The total grt overflow is 0, for reference.
- The highest-utilization routing layer at the global route stage is met2, for reference.
- The met2 usage in global routing is 37.9%, for reference.
- The met3 routing resource usage after global routing is 28.1%, for reference.
- After detailed routing, the total wire length is 2,090,000 µm.
- The clock transition at the registers of the reported paths is 0.06 ns, for reference.
- TritonRoute output was used to compute an average wire per cell of 36.4 µm.
- The worst clock skew on the final layout is 0.186 ns, for reference.
- No sink is reached through more buffers than the 6 on the longest clock path.
- Dividing the synthesized area by the synthesized cell count gives 19.6 µm².
- In the synthesized netlist, the cells that appear most often are edfxtp_1 (16,392), mux2i_1 (3,391), nor2_1 (2,520).
- For the final routed database, the setup TNS stands at 0 ns.
- The number of synthesis warnings is 1, for reference.
- The core region area is 1,600,000 µm², for reference.
- CTS saw 16,392 sinks.
- The final-layout worst hold slack is 1.45 ns, for reference.
- The pin count of the biggest net entering global routing is 130, for reference.
- Once the clock tree was built, the setup fixing pass inserted 0 buffers.
- Synthesis instantiated 87 different standard cells from the library.
- The total power is 29.3 mW, for reference.
- The area added between synthesis and finish is 13.3%, for reference.
- The first-pass detailed-route iteration total is 8, for reference.
- The number of DRC markers in iteration 0 is 25,500, for reference.
- The tool flagged a number of max-cap violations equal to 1.
- The required time of the worst setup path is 50.56 ns, for reference.
- Counting flops and latches in the post-synthesis netlist gives 16,392.
- The die footprint is 1,610,000 µm², for reference.
- For this run the detailed placement stage logged an HPWL of 1,350,000 µm.
- The critical path goes through buf_16 -> buf_4 -> buf_4 -> buf_12 -> buf_4 -> buf_12 -> buf_4 -> buf_4 -> buf_4 -> buf_4 -> buf_4 -> mux2i_1 -> o221ai_1 -> a21oi_1 -> o21bai_1 -> a211oi_1 -> buf_4 -> nand4_1 -> a2bb2oi_1 -> nor2_1 -> nor4_1.
- The count of port buffers added during placement is 40, for reference.
- The clock tree synthesis step divided the H-tree into 7 levels.
- Dividing the final minimum period by the clock period gives 37.8%.
- The path type of the worst setup path is primary input to register, for reference.
- The cell area reported after detailed placement is 672,000 µm², for reference.
- The fraction of registers with async set or reset after synthesis is 0%, for reference.
- CTS placed an instance of clkbuf_16 at the clock tree root.
- The total track usage is 28.4%, for reference.
- The fmax is 53.6 MHz, for reference.
- The number of antenna violations at the first check in global routing was 284.
- Setup repair after global routing left no endpoint under its margin.
- Yosys stat counts 32,799 cells in the synthesized netlist.
- In the global route stage, met1 resource usage came out at 28.0%.
- The most instantiated flip-flop cell in the synthesis netlist is edfxtp_1, for reference.
- The post-synth count of flops with an enable pin is 16,392.
- TritonCTS built the clock tree.
- The post-route cell area is 727,000 µm², for reference.
- Per the final report, max-transition violations number 2.
- Per the finish-stage timing summary, setup violations number 0.
- The height of the chip is 1270 µm, for reference.
- The leading cell type by number of instances after synthesis is edfxtp_1, for reference.
- The cell type with the largest total area is edfxtp_1, for reference.
- The type of element launching the critical path is a primary input, for reference.
- The final number of hold-violating endpoints is 0, for reference.
- The number of remaining DRC errors is 0, for reference.
- The post-CTS hold buffer count recorded in the log is 0.
- The data arrival time of the critical path is 19.81 ns, for reference.
- The total CTS buffers is 1,715, for reference.
- The source-to-sink clock delay at the later pin of the worst-skew pair is 1.43 ns, for reference.
- The delay of the slowest cell on the worst path is 0.91 ns, for reference.
- The filler cells instantiated in the layout total 130,993.
- The chip area estimate from yosys synthesis is 642,000 µm², for reference.
- In the Yosys report, the sequential cells make up 76.7% of the chip area.
- The area share of the largest cell type after synthesis is 76.7%, for reference.
- The horizontal die dimension reported for this design is 1270 µm.
- The share of layout cells above drive strength 1 is 19.6%, for reference.
- The class of the tightest hold or removal check is register to register, for reference.
- The mean number of vias per cell is 5.92, for reference.
- The worst supply voltage drop on vdd is 0.0343 mV, for reference.
- The post-cts resize count is 0, for reference.
- The cell with the most instances on the worst path is buf_4, for reference.
- The critical path capture point type is a register, for reference.
- The weighted congestion at the end of routability-driven global placement is 0.931, for reference.
- Summing over every cut layer, the via total after detailed routing is 340,188.
- The wire length of the first global-routing pass is 2,880,000 µm, for reference.
- The via count of the first global-routing pass is 364,294, for reference.
- The max-slew headroom at the worst pin is -4.26%, for reference.
- The post-synthesis cell count is 32,799, for reference.
- The number of placement rows is 465, for reference.
- The slew at the pin closest to its max-slew limit is 1.52 ns, for reference.
- The summed instance area of the synthesized netlist is 642,000 µm², for reference.
- After synthesis, the cell types taking the most area are edfxtp_1 (77%), mux4_2 (8.4%), mux2i_1 (5.3%), o221ai_1 (1.5%), nor2_1 (1.5%).
- The count of nets left with antenna violations once routing finished came out at 1.
- The floorplan utilization is 40.1%, for reference.
flip-flops by register name, indices dropped and copies added, names as in the netlist:
name and flops:
memory_0.internal 8, memory_0.ram 16384
final timing paths:
path              slack [ns]  cells past startpoint                            start                              to
setup / recovery       30.75                     21                        raddr[10]  memory_0.internal[2]$_DFFE_PP_
hold / removal          1.45                      6  memory_0.ram[1738][3]$_DFFE_PP_  memory_0.internal[4]$_DFFE_PP_
setup reg to reg       44.23                     11  memory_0.ram[1451][4]$_DFFE_PP_  memory_0.internal[3]$_DFFE_PP_
hold reg to reg         1.45                      6  memory_0.ram[1738][3]$_DFFE_PP_  memory_0.internal[4]$_DFFE_PP_
per-layer routing:
metal / vias up / wire length (µm) / part of all wire, %
li1: 139658 / - / -
met1: 170473 / 582000 / 28
met2: 25346 / 917000 / 44
met3: 4322 / 465000 / 22
met4: 389 / 119000 / 5.7
met5: - / 10800 / 0.51
metrics by stage:
stage	std cells	utilization [%]	setup WS, ns
global placement	53801	42.0	29.51
CTS	56846	45.3	30.87
floorplan	32799	-	36.73
detailed placement	53803	42.0	29.42
finish	57447	45.4	30.75
global route	57119	45.4	30.05
critical path: cells and delay by family:
kind / cells / cell delay (ns)
buffers and inverters: 12 / 6.47
AOI/OAI and AO/OA: 5 / 1.90
and+or+nand+nor: 3 / 0.84
muxes: 1 / 0.16
placed cells by master (no fill, tap or decap), types with 379 or more instances in the layout:
cell and count:
a21oi_1 775, buf_4 1893, clkbuf_16 1730, clkinv_1 430, diode_2 599, edfxtp_1 16392
mux2i_1 3391, mux4_2 2399, nand2_1 523, nor2_1 2491, nor3_1 379, o21ai_0 480
o221ai_1 1123, o22ai_1 928
area by class of cell:
class	count	area (µm²)	area share, %
timing repair buffer	1987	15900	2.18
clock inverter	992	9020	1.24
sequential	16392	492000	67.7
tap	21248	26600	3.66
antenna	599	1500	0.206
inverter	7	48.8	0.00671
clock buffer	2051	44500	6.12
multi-input combinational	14171	137000	18.9
logic make-up (layout without fill, tap and decap cells):
kind of cell / after synthesis / in the layout / synth area share [%]
other: 0 / 599 / 0
AOI/OAI and AO/OA: 4253 / 4253 / 4.58
buffers and inverters: 2236 / 5037 / 2.14
DFF: 16392 / 16392 / 76.7
and+or+nand+nor: 4023 / 4023 / 2.64
muxes: 5895 / 5895 / 14.0
report_power, final:
group	internal (mW)	total (mW)	leakage (nW)	switching, mW
clock	7.22	12.5	26.2	5.24
combinational	0.438	1.55	56.6	1.12
sequential	15.3	15.3	147	0.00254
Power figures rest on the tool's default switching activity, not on a simulated workload.
